`design/flow/run.sh`:
```
#!/bin/bash
# OpenROAD 26Q1-2900-gdf79404cd8, Yosys 0.63+post, stock flow scripts
make -C /OpenROAD-flow-scripts/flow DESIGN_CONFIG=/design/flow/config.mk WORK_HOME=/design/flow/orfs finish
```
`design/flow/config.mk`:
```
export PLATFORM = sky130hd
export DESIGN_NAME = main
export DESIGN_NICKNAME = main
export VERILOG_FILES = /design/flow/design.v
export SDC_FILE = /design/flow/constraint.sdc
export NUM_CORES = 4
export LEC_CHECK = 1
export CORE_UTILIZATION = 50
export SYNTH_HDL_FRONTEND = slang
export SYNTH_MEMORY_MAX_BITS = 65536
```
`design/flow/constraint.sdc`:
```
current_design main

set clk_period 102.4
set clk_io_pct 0.2

create_clock -name clk0 -period $clk_period [get_ports {clk}]

set non_clock_inputs [all_inputs -no_clocks]
set_input_delay [expr $clk_period * $clk_io_pct] -clock clk0 $non_clock_inputs
set_output_delay [expr $clk_period * $clk_io_pct] -clock clk0 [all_outputs]
```
`design/flow/design.v`:
```
module bird (
		input clk,
		input [15:0] data_in,
		output reg [15:0] data_out,
		output reg [15:0] address,
		output memwt
		);
reg [15:0] pc;  
reg [11:0] ir;  
reg [4:0] state;  
reg [15:0] regbank [7:0]; 
reg zeroflag;  
reg [15:0] result;  
localparam	FETCH=4'b0000,
		LDI=4'b0001, 
		LD=4'b0010,
		ST=4'b0011,
		JZ=4'b0100,
		JMP=4'b0101,
		ALU=4'b0111,
		PUSH=4'b1000,
		POP1=4'b1001,
		POP2=4'b1100,
		CALL=4'b1010,
		RET1=4'b1011,
		RET2=4'b1101;
wire zeroresult; 
always @(posedge clk)
	case(state) 
		FETCH: 
			begin
				if ( data_in[15:12]==JZ)  
					if (zeroflag)   
						state <= JMP;
					else
						state <= FETCH;  
			else
				state <= data_in[15:12];  
				ir<=data_in[11:0];  
				pc<=pc+1;  
			end
		LDI:
			begin
				regbank[ ir[2:0] ] <= data_in;  
				pc<=pc+1;  
				state <= FETCH;
			end
		LD:
			begin
				regbank[ir[2:0]] <= data_in;
				state <= FETCH;  
				end 
		ST:
			begin
				state <= FETCH;  
			end
		JMP:
			begin
				pc <= data_in;
				state <= FETCH;  
			end
		ALU:
			begin
				regbank[ir[2:0]]<=result;
				zeroflag<=zeroresult;
				state <= FETCH;
			end
		PUSH:
			begin
				 regbank[7]<=regbank[7]-1;
				 state <= FETCH;
			end
		POP1:
			begin
				regbank[7]<=regbank[7]+1;
				state <= POP2;
			end
		POP2: 
			begin
				regbank[ir[2:0]]<=data_in;
				state <= FETCH;
			end
		CALL: 
			begin
					regbank[7]<=regbank[7]-1;
					state <= JMP;
			end
		RET1:
			begin
				regbank[7]<=regbank[7]+1;
				state <= RET2;
			end
		RET2:
			begin
				pc<=data_in;
				state <= FETCH;
			end
	endcase
always @*
	case (state)
		LD:	address=regbank[ir[5:3]][11:0];
		ST:	address=regbank[ir[5:3]][11:0];
		PUSH:	address=regbank[7];
		POP2:	address=regbank[7];
		CALL:	address=regbank[7];
		RET2:	address=regbank[7];
		default: address=pc;
	endcase
assign memwt=(state==ST)|| (state==PUSH)|| (state==CALL);
always @*
	case (state)
		CALL: data_out = pc;
		default: data_out = regbank[ir[8:6]];
	endcase
always @*  
	case (ir[11:9])
		3'h0: result = regbank[ir[8:6]]+regbank[ir[5:3]];  
		3'h1: result = regbank[ir[8:6]]-regbank[ir[5:3]];  
		3'h2: result = regbank[ir[8:6]]&regbank[ir[5:3]];  
		3'h3: result = regbank[ir[8:6]]|regbank[ir[5:3]];  
		3'h4: result = regbank[ir[8:6]]^regbank[ir[5:3]];  
		3'h7: case (ir[8:6])
			3'h0: result = !regbank[ir[5:3]];
			3'h1: result = regbank[ir[5:3]];
			3'h2: result = regbank[ir[5:3]]+1;
			3'h3: result = regbank[ir[5:3]]-1;
			default: result=16'h0000;
		     endcase
		default: result=16'h0000;
	endcase
assign zeroresult = ~|result;
initial 
	begin
		state=FETCH;
		zeroflag=0;
		pc=0;
	end
endmodule
module keypad (
						output reg [3:0] rowwrite,
						input [3:0] colread,
						input clk,
						input ack,
						input statusordata,
						output reg [15:0] keyout
						);
wire keypressed;		
reg [25:0] clk1;
reg ready;
reg [3:0] keyread, data;
reg [3:0] rowpressed;
reg [3:0] pressedcol [0:3];
reg [11:0] rowpressed_buffer0, rowpressed_buffer1, rowpressed_buffer2, rowpressed_buffer3;
reg [3:0] rowpressed_debounced;
always @(posedge clk)
	clk1<=clk1+1;
always @(posedge clk1[15])
	rowwrite<={rowwrite[2:0], rowwrite[3]};
always @(posedge clk1[15])
	if (rowwrite== 4'b1110)
		begin
			rowpressed[0]<= ~(&colread);  
			pressedcol[0]<=colread;
		end
	else if (rowwrite==4'b1101)
		begin
			rowpressed[1]<= ~(&colread);  
			pressedcol[1]<=colread;
		end
	else if (rowwrite==4'b1011)
		begin
			rowpressed[2]<= ~(&colread);  
			pressedcol[2]<=colread;
		end
	else if (rowwrite==4'b0111)
		begin
			rowpressed[3]<= ~(&colread);  
			pressedcol[3]<=colread;
		end
wire transition0_10;
wire transition0_01;
assign transition0_10=~|rowpressed_buffer0;
assign transition0_01=&rowpressed_buffer0;
wire transition1_10;
wire transition1_01;
assign transition1_10=~|rowpressed_buffer1;
assign transition1_01=&rowpressed_buffer1;
wire transition2_10;
wire transition2_01;
assign transition2_10=~|rowpressed_buffer2;
assign transition2_01=&rowpressed_buffer2;
wire transition3_10;
wire transition3_01;
assign transition3_10=~|rowpressed_buffer3;  
assign transition3_01=&rowpressed_buffer3;   
always @(posedge clk1[15])
	begin
		rowpressed_buffer0<= {rowpressed_buffer0[10:0],rowpressed[0]};
		if (rowpressed_debounced[0]==0 && transition0_01)
			rowpressed_debounced[0]<=1;
		if (rowpressed_debounced[0]==1 && transition0_10)
			rowpressed_debounced[0]<=0;
	rowpressed_buffer1<= {rowpressed_buffer1[10:0],rowpressed[1]};
		if (rowpressed_debounced[1]==0 && transition1_01)
			rowpressed_debounced[1]<=1;
		if (rowpressed_debounced[1]==1 && transition1_10)
			rowpressed_debounced[1]<=0;
	rowpressed_buffer2<= {rowpressed_buffer2[10:0],rowpressed[2]};
		if (rowpressed_debounced[2]==0 && transition2_01)
			rowpressed_debounced[2]<=1;
		if (rowpressed_debounced[2]==1 && transition2_10)
			rowpressed_debounced[2]<=0;
	rowpressed_buffer3<= {rowpressed_buffer3[10:0],rowpressed[3]};
		if (rowpressed_debounced[3]==0 && transition3_01)
			rowpressed_debounced[3]<=1;
		if (rowpressed_debounced[3]==1 && transition3_10)
			rowpressed_debounced[3]<=0;
	end 
always @*
	begin
		if (rowpressed_debounced[0]==1)
			begin
				if (pressedcol[0]==4'b1110)
					keyread=4'h1;
				else if (pressedcol[0]==4'b1101)
					keyread=4'h2;
				else if (pressedcol[0]==4'b1011)
					keyread=4'h3;
				else if (pressedcol[0]==4'b0111)
					keyread=4'hA;
				else keyread=4'b0000;
			end
		else if (rowpressed_debounced[1]==1)
			begin
				if (pressedcol[1]==4'b1110)
					keyread=4'h4;
				else if (pressedcol[1]==4'b1101)
					keyread=4'h5;
				else if (pressedcol[1]==4'b1011)
					keyread=4'h6;
				else if (pressedcol[1]==4'b0111)
					keyread=4'hB;
				else keyread=4'b0000;
			end
		else if (rowpressed_debounced[2]==1)
			begin
				if (pressedcol[2]==4'b1110)
					keyread=4'h7;
				else if (pressedcol[2]==4'b1101)
					keyread=4'h8;
				else if (pressedcol[2]==4'b1011)
					keyread=4'h9;
				else if (pressedcol[2]==4'b0111)
					keyread=4'hC;
				else keyread=4'b0000;
			end
		else if (rowpressed_debounced[3]==1)
			begin
				if (pressedcol[3]==4'b1110)
					keyread=4'hE;
				else if (pressedcol[3]==4'b1101)
					keyread=4'h0;
				else if (pressedcol[3]==4'b1011)
					keyread=4'hF;
				else if (pressedcol[3]==4'b0111)
					keyread=4'hD;
				else keyread=4'b0000;
			end
		else keyread=4'b0000;
	end  
assign keypressed= rowpressed_debounced[0]||rowpressed_debounced[1]||rowpressed_debounced[2]||rowpressed_debounced[3];
reg [1:0] keypressed_buffer;  
always @(posedge clk)
	keypressed_buffer<={keypressed_buffer[0],keypressed};
always @(posedge clk)
	if ((keypressed_buffer==2'b01)&&(ready==0))
		begin
			data<=keyread;
			ready<=1;
		end
	else if ((ack==1)&&(ready==1))
		ready<=0;
always @(*)
	if (statusordata==1)
		keyout={15'b0,ready};
	else
		keyout={12'b0,data};
initial 
	begin
		rowwrite=4'b1110;		
		ready=0;
	end
endmodule
module main (
			output wire [3:0] rowwrite,
			input [3:0] colread,
			output reg [7:0] leds,
			input clk,
			output wire [3:0] grounds,
			output wire [6:0] display,
			input push_button
			);
reg [15:0] data_all;
wire [3:0] keyout;
reg ack;
reg statusordata;
reg timer_ack;
reg timer_out_select;
wire [15:0] timer_out;
localparam	BEGINMEM1=16'h0000,
				ENDMEM1=16'h00DE,
				KEYPAD=16'h00DF,
				TIMER=16'h00E1,
				SEVENSEG=16'h00E3,
				BEGINMEM2=16'h00E4,
				ENDMEM2=16'h00FF;
reg [15:0] memory [0:255];
wire memwt;
wire [15:0] data_out;
wire [15:0] address;
wire [15:0] mapped_address;
reg [15:0] data_in;
assign mapped_address = (address > ENDMEM2) ? ENDMEM2 - (16'hFFFF - address) : address;
seven_segment_display ss1 (data_all, grounds, display, clk);
keypad  kp1(rowwrite,colread,clk,ack,statusordata,keyout);
bird br1 (clk, data_in, data_out, address, memwt);
timer tmr (clk, timer_ack, timer_out_select, ~push_button, timer_out);
always @*
		if ( ((BEGINMEM1<=mapped_address) && (mapped_address<=ENDMEM1)) || ((BEGINMEM2<=mapped_address) && (mapped_address<=ENDMEM2)) )
			begin
				data_in=memory[mapped_address];
				ack=0;
				statusordata=0;
			end
		else if (mapped_address==KEYPAD+1)
			begin	
				statusordata=1;
				data_in=keyout;
				ack=0;
			end
		else if (mapped_address==KEYPAD)
			begin
				statusordata=0;
				data_in=keyout;
				ack=1;
			end
		else if (mapped_address == TIMER + 1)
			begin	
				timer_out_select = 1;
				data_in = timer_out;
				timer_ack = 0;
			end
		else if (mapped_address == TIMER)
			begin
				timer_out_select = 0;
				data_in = timer_out;
				timer_ack = 1;
			end
		else
			begin
				data_in=16'h0599;  
				ack=0;
				statusordata=0;
			end
always @(posedge clk) begin  
	if (memwt)
		begin
			if ( ((BEGINMEM1<=mapped_address) && (mapped_address<=ENDMEM1)) || ((BEGINMEM2<=mapped_address) && (mapped_address<=ENDMEM2)) )
				memory[mapped_address]<=data_out;
			else if ( SEVENSEG == mapped_address) 
				data_all<=data_out;
		end
end
always @*
	leds[0] = ~push_button;
initial 
	begin
		leds=0;
		data_all=0;
		ack=0;
		statusordata=0;
		$readmemh("ram.dat", memory);
	end
endmodule
module seven_segment_display(data_in, grounds, display, clk);
	input wire [15:0] data_in;
	input clk;
	output reg [3:0] grounds;
	output reg [6:0] display;
	reg [3:0] data [3:0];
	reg [1:0] count;
	reg [25:0] temp_clk;
	always @(*)
		 begin
			  case (data[count])
					0 : display = 7'b1111110;
					1 : display = 7'b0110000;
					2 : display = 7'b1101101;
					3 : display = 7'b1111001;
					4 : display = 7'b0110011;
					5 : display = 7'b1011011;
					6 : display = 7'b1011111;
					7 : display = 7'b1110000;
					8 : display = 7'b1111111;
					9 : display = 7'b1111011;
					'ha : display = 7'b1110111;
					'hb : display = 7'b0011111;
					'hc : display = 7'b1001110;
					'hd : display = 7'b0111101;
					'he : display = 7'b1001111;
					'hf : display = 7'b1000111;
			  endcase
		 end
	always @*
		begin 
			data[3] = data_in[15:12];
			data[2] = data_in[11:8];
			data[1] = data_in[7:4];
			data[0] = data_in[3:0];
		end
	always @(posedge clk)
		temp_clk <= temp_clk + 1;
	always @(posedge temp_clk[15])
		begin
			grounds <= {grounds[2:0], grounds[3]};
			count <= count + 1;
		end
	initial 
		begin
			count = 2'b0;
			grounds = 4'b1110;
			temp_clk = 0;
		end
endmodule
module timer(
				input clk,
				input ack,
				input output_select,
				input key_pressed,
				output reg [15:0] data_out
				);
reg ready;	
reg [26:0] clk1;
reg [15:0] data;
reg [15:0] current_time; 
always @(posedge clk)
	begin
		if (clk1 == 'h2FAF080)
			begin
				clk1 <= 0;
				current_time <= current_time + 1;
			end
		else 
			clk1 <= clk1 + 1;
	end
always @(posedge clk)
	if (key_pressed && ready == 0)
		begin
			data <= current_time;
			ready <= 1;
		end
	else if (ack == 1 && ready == 1)
		ready <= 0;
always @*
	if (output_select == 1)
		data_out = {15'b0, ready};
	else
		data_out = data;
initial 
	begin
		clk1 = 0;
		ready = 0;
		data = 0;
		current_time = 0;		
	end
endmodule
```
==> CHANGELOG.md <==
## Implementation

- Outcome: finished clean
- Critical Path RT: 81.92 ns
- Worst slew margin: between 10 and 15%
- Layout cells sized above 1: 12.41%
- RSZ-0062 raised after global routing: false
- Post_cts resized: 0
- HP Class: register to register
- Detail Route Antenna Nets: 0
- Vias per cell: 6.137
- HP Start: ss1.temp_clk[0]$_DFF_P_
- CP startpoint: push_button
- Post-synthesis async set-or-reset flop share: 0%
- Dpl hpwl: 330.4 mm
- Synth Area per Inst: around 14 µm²
- Die Height: 605.0 µm
- Total grt overflow: 0
- Pwr/cell area: about 17 nW/µm²
- Mapped cell area: between 150000 and 200000 µm²
- I/O pin total: 29
- # rows: 221
- Final setup TNS: 0 ns
- 1st-pass router iterations: 6
- Comb area: ~45000 µm²
- Critical Path End Type: output pin
- Clock H-tree levels: 5
- First-pass GRT wire length: about 800 mm
- Yosys top cell by instances: edfxtp_1
- GRT met2 Usage: 45.84%
- Total CTS buffers: 445
- Largest net degree at the start of global routing: 132
- FF-to-FF End: br1.regbank[3][10]$_DFFE_PP_
- Clk buf depth: 4
- Worst-Margin Slew: between 1 and 1.5 ns
- Number of unconstrained endpoints: 119
- Clock Tree Root: clkbuf_16
- Sw Ratio: between 10% and 20%
- Vias: 114800
- Worst reg2reg path depth: 21
- Ys cells: 13120
- Yosys warns: 0
- MaxCap Viol Count: 0
- Number of global-route vias before repair: 118000
- FILL cells: 26710
- Setup violators final: 0
- Crit path time final: 41.99 ns
- Comb power frac: 0%
- Worst-Skew Late Latency: 1.03 ns
- Final hold viol count: 0
- Arr. time, crit path: 21.51 ns
- Count of tool warnings: 92
- Most frequent cells after synthesis: 4329 x edfxtp_1, 3287 x nand2_1, 855 x nand3_1
- Final Slew Violations: 0
- Main flop type: edfxtp_1
- CTS tree: yes
- Flop pwr share: 55.0%
- Area grow syn2layout: 12.64%
- Die width: between 600 and 700 µm
- Post-CTS Hold Buffers: 0
- Final Skew: 0.07676 ns
- Unique masters post-synth: between 90 and 100
- Post-synth EDFFs: between 4000 and 5000
- WHS: between 0.3 and 0.4 ns
- Core area: 362000 µm²
- Pre-CTS setup slack: 60.41 ns
- Starting DRC count in detailed routing: 8575
- Switching power: 0.6805 mW
- Register area: 132700 µm²
- Die ar.: 366000 µm²
- Post-route DRC: 0
- Leak: 69.67 nW
- Met3 usage: 27.88%
- Gp weighted congestion: 0.9653
- Total chip power: around 3.5 mW
- # port buffers: 21
- Routed WL per cell: slightly below 30 µm
- Class of the most critical setup path: primary input to output pin
- GR peak layer: met2
- GRT Total Usage: 34.02%
- CP max FO: 3
- IR Drop Worst-Case VDD: 0.01703 mV
- Int Pwr: around 2.8 mW
- Worst Setup EP: leds[0]
- Initial antenna violation count: 30
- Ys flops: about 4500
- Met1 GRT Util: around two fifths
- Setup Fix Bufs, Post-CTS: 0
- Clk slew on worst S/H paths: 0.06 ns
- Reg2Reg Setup Slack: 91.96 ns
- Final worst setup slack: 60.41 ns
- Max-area cell share: 71.51%
- Floorplan core density: 50.22%
- Tcrit/Tclk final: between 40% and 50%
- Top cells by area: edfxtp_1 72%, nand2_1 6.8%, a311oi_1 3.5%, nand3_1 2.4%, mux4_2 2.1%
- Clk pwr share: 44.9%
- Synth area leader: edfxtp_1
- Yosys Chip Area: between 150000 and 200000 µm²
- Cells after synthesis: between 10000 and 15000
- Startpoint Class: primary input
- Register pins left without a clock: 86
- Peak Freq: 23.82 MHz
- DRT Wirelength: 558.0 mm
==> stage by stage <==
stage | area [µm²] | instances | util [%]
after floorplan | 182100 | 13210 | -
after global placement | 190400 | 17840 | 52.61
after detailed placement | 190400 | 17840 | 52.61
after CTS | 204600 | 18660 | 56.53
after global routing | 204700 | 18680 | 56.55
final | 204700 | 18710 | 56.57
==> metal layers <==
metal / wire length, µm / vias to the layer above
met5: 1513 / -
met1: 174800 / 55460
li1: - / 50630
met2: 245500 / 7461
met4: 29410 / 46
met3: 106800 / 1203
==> power groups by stage <==
stage	Sequential, mW	Clock, mW	Combinational [mW]
CTS	1.94	1.60	0.00151
global route	1.94	1.67	0.00174
finish	1.94	1.58	0.00149
==> registers in the layout (all words and copies together), names as in the netlist, 12 cells and up, named ones only <==
signal / count
br1.ir: 12
br1.pc: 16
br1.regbank: 128
data_all: 16
kp1.clk1: 16
kp1.pressedcol: 16
kp1.rowpressed_buffer0: 12
kp1.rowpressed_buffer1: 12
kp1.rowpressed_buffer2: 12
kp1.rowpressed_buffer3: 12
memory: 4096
ss1.temp_clk: 16
tmr.clk1: 27
tmr.current_time: 16
tmr.data: 16
==> critical path: stages <==
cell             delay [ns]
clkdlybuf4s50_1        0.46
inv_1                  0.09
clkdlybuf4s50_1        0.47
==> cell families after synthesis <==
| family | Yosys count | share of synthesized area, % |
|---|---|---|
| simple gates | 5483 | 13.14 |
| flops | 4460 | 72.96 |
| compound gates | 1622 | 7.046 |
| buf+inv | 1004 | 2.603 |
| mux | 318 | 2.948 |
| xor+xnor | 147 | 0.7083 |
| fa+ha+maj | 81 | 0.5658 |
| latches | 4 | 0.03304 |
| other cells | 1 | 0.002063 |
==> layout by cell type, fill, tap and decap left out, types with 86 or more instances in the layout <==
cell          n
a211oi_1    196
a21oi_1     100
a311oi_1    725
a31oi_1     111
and3_1      514
buf_4       720
clkbuf_1     92
clkbuf_16   453
clkinv_1    116
conb_1       87
dfxtp_1     128
edfxtp_1   4329
mux2i_1     136
mux4_2      172
nand2_1    3286
nand3_1     847
nor2_1      306
nor3_1      190
o21ai_0      86
xnor2_1      91
==> final cells by class <==
cell class	instances	area share (%)
Tap cell	4794	2.930
Inverter	82	0.1503
Antenna cell	48	0.05867
Clock inverter	273	1.232
Timing Repair Buffer	761	2.938
Clock buffer	545	5.705
Sequential cell	4464	64.80
Multi-Input combinational cell	7738	22.18
==> worst min-delay path by stage <==
stage | to | slack, ns | cells past startpoint
4_1_cts | ss1.temp_clk[0]$_DFF_P_ | 0.40 | 1
5_1_grt | ss1.temp_clk[0]$_DFF_P_ | 0.43 | 1
6_report | ss1.temp_clk[0]$_DFF_P_ | 0.40 | 1
Power and IR drop assume default switching activity.
